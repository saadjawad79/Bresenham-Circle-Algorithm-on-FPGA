File: design/flow/run.sh
#!/bin/bash
# OpenROAD 26Q1-2900-gdf79404cd8, Yosys 0.63+post, stock flow scripts
make -C /OpenROAD-flow-scripts/flow DESIGN_CONFIG=/design/flow/config.mk WORK_HOME=/design/flow/orfs finish
File: design/flow/config.mk
export PLATFORM = sky130hd
export DESIGN_NAME = fsm
export DESIGN_NICKNAME = fsm
export VERILOG_FILES = /design/flow/design.v
export SDC_FILE = /design/flow/constraint.sdc
export NUM_CORES = 4
export LEC_CHECK = 1
export CORE_AREA = 10 10 91 91
export DIE_AREA = 0 0 101 101
File: design/flow/constraint.sdc
current_design fsm

set clk_period 2.7
set clk_io_pct 0.2

create_clock -name clk0 -period $clk_period [get_ports {clk}]

set non_clock_inputs [all_inputs -no_clocks]
set_input_delay [expr $clk_period * $clk_io_pct] -clock clk0 $non_clock_inputs
set_output_delay [expr $clk_period * $clk_io_pct] -clock clk0 [all_outputs]
File: design/flow/design.v
module bresenhamcircle(CLOCK_50,
KEY, SW, VGA_R, VGA_G, VGA_B,
				VGA_HS, VGA_VS, VGA_BLANK_N, VGA_SYNC_N, VGA_CLK);
   input CLOCK_50;	
	input [9:0] SW;
	input [3:0] KEY;
	output [9:0] VGA_R;
	output [9:0] VGA_G;
	output [9:0] VGA_B;
	output VGA_HS;
	output VGA_VS;
	output VGA_BLANK_N;
	output VGA_SYNC_N;
	output VGA_CLK;	
wire rst;
wire [4:0]radius;
wire [2:0] colour;
assign rst = ~KEY[0];
assign radius = SW[7:3];
assign colour = SW[2:0];
wire [4:0]x;
wire [4:0]y;
wire running;
wire loop;
wire [7:0]x_out;
wire [7:0]y_out;	
wire [3:0]p_state;
fsm f1(CLOCK_50, running, rst, x, y, x_out, y_out, p_state);
datapath d1(x, y, running, loop, radius, p_state, rst);
vga_adapter VGA(
			.resetn(KEY[2]),
			.clock(CLOCK_50),
			.colour(colour),
			.x(x_out),
			.y(y_out),
			.plot(SW[9]),
			.VGA_R(VGA_R),
			.VGA_G(VGA_G),
			.VGA_B(VGA_B),
			.VGA_HS(VGA_HS),
			.VGA_VS(VGA_VS),
			.VGA_BLANK(VGA_BLANK_N), 
			.VGA_SYNC(VGA_SYNC_N), 
			.VGA_CLK(VGA_CLK));
		defparam VGA.RESOLUTION = "160x120";
		defparam VGA.MONOCHROME = "FALSE";
		defparam VGA.BITS_PER_COLOUR_CHANNEL = 1;
		defparam VGA.BACKGROUND_IMAGE = "image.colour.mif";
		defparam VGA.USING_DE1 = "TRUE";
endmodule
module fsm(clk, running, rst, x_in, y_in, x_out, y_out, p_state);
input clk, running, rst;
input [4:0]x_in;
input [4:0]y_in;
output reg [7:0]x_out;
output reg [7:0]y_out;
output reg [3:0]p_state;
reg [3:0] n_state; 
reg [7:0] temp;
always@(*)  
begin
if(!running)
begin
case(p_state) 
0:n_state = 1;
1:n_state = 2;
2:n_state = 3;
3:n_state = 4;
4:n_state = 5;
5:n_state = 6;
6:n_state = 7;
7:n_state = 8;
8:n_state = 0;
endcase
end
else
n_state = p_state;
end
always@(posedge clk or negedge rst)  
begin
if(~rst)
p_state <= 0;
else 
p_state <= n_state;
end
always@(*)  
begin
if(~rst)
begin
x_out = 80;
y_out = 60;
end
else
begin
if(p_state[1])
x_out  = 80-(x_in);
else
x_out = 80+x_in;
if(p_state[0])
y_out  = 60-(y_in);
else
y_out = 60+y_in; 
if(p_state[2])
begin
temp = x_out;
x_out = y_out;
y_out = temp;
end
if(p_state[3])
begin
x_out = 80;
y_out = 60;
end
end
end
endmodule
module datapath(x, y, running, loop, radius, p_state, rst);  
output reg [4:0]x;
output reg [4:0]y;
reg [6:0]d;
output reg running;
output loop;
input rst;
input [4:0]radius;
input [3:0]p_state;
assign loop = (x < y) ? 1 : 0;
always@(*)
begin
running = (p_state == 8);
if(rst)
begin
x = 0;
y = radius;
d = 3-2*radius;
end
else if(loop) begin
if(running) begin
x = x + 1;
if(d < 0) begin
d = d + 4*x + 6;
running = 0;
end
else begin
d = d + 4*(x-y) + 10;
y = y - 1;
running = 0;
end
end
end
end
endmodule
==> run notes <==
State of the implementation.

- The flow ran to the end, and the final reports show no timing, DRC or antenna violations.
- The summed instance area of the synthesized netlist is 754 sq um, for reference.
- The global-route wire length before repair is 4240 um, for reference.
- The number of failing setup endpoints in the final timing report is 0, for reference.
- The buffer_ports step reported a buffer count of 30.
- The top cell type's share of synthesized area is 13.3%, for reference.
- Timing analysis after detailed placement gives a worst setup slack of -334 ps.
- After detailed placement, the total cell area comes to 0.00124 sq mm.
- The final wirelength is 2670 um, for reference.
- CTS built an H-tree with a depth of 1.
- The number of global-route vias before repair is 830, for reference.
- Pin placement for this block handled 33 I/O pins.
- STA classifies the critical path endpoint as an output port.
- The routed wirelength normalized by instance count is 11.7 um, for reference.
- 8 endpoints have no timing constraint.
- The total clock buffers created by CTS is 3, for reference.
- Pins over their slew limit in the final report were tallied at 0.
- The cell type with the highest occurrence count on the critical path is clkdlybuf4s50_1, for reference.
- The share of synthesized registers carrying an async set or reset is 50.0%, for reference.
- The routed layout reports a DRC error count of 0.
- The CTS clock-pin slew for the worst setup and hold paths is 30 ps, for reference.
- Entering global routing, the biggest net connects 19 pins.
- The die footprint is 0.0102 sq mm, for reference.
- The number of standard-cell rows in the floorplan is 29, for reference.
- For this design the static power due to leakage is 0.614 nW.
- Per the synthesis report, the dominant area consumer among library cells is dfrtp_1.
- The number of register pins that no clock reaches is 4, for reference.
- The synthesized instance count is 107, for reference.
- The overall power of the completed layout is 299 uW, for reference.
- The total of fill cells in the finished design is 682, for reference.
- The final worst slack is 66.6 ps, for reference.
- The number of placed instances, taps included, is 224.
- The post-synth area from yosys stat is 754 sq um, for reference.
- The flow reported a cell area power density of 214 mW/mm^2.
- The cell type of the slowest stage on the worst timing path is clkdlybuf4s50_1, for reference.
- The diode insertion count for antenna repair is 0, for reference.
- The worst-case headroom to the max-slew limit is 65.7%, for reference.
- Across all stage logs, warnings added up to 28.
- The final standard cell area without fillers is 0.00140 sq mm, for reference.
- The worst VDD IR drop from the latest analysis is 105 uV.
- The initial antenna violation count was 0.
- The type of element launching the critical path is an input port, for reference.
- The worst hold slack is 558 ps, for reference.
- The netlist uses 32 different library cells.
- The synthesized netlist was found by Yosys to have 107 cells.
- TritonCTS built the clock tree.
- In the synthesized netlist, the cells that appear most often are nand2_1 (11), nor2_1 (11), inv_1 (10).
- According to the floorplan report, the placeable core area is 0.00635 sq mm.
- According to the floorplan report, the die height is 101 um.
- The routed layout has 880 vias.
- The die outline width is 101 um, for reference.
- The ratio of cells with drive above 1 in the final layout is 26.5%, for reference.
- The worst path buffer plus inverter count is 3, for reference.
- The worst path arrival time is 2090 ps, for reference.
- The tally of yosys warning messages is 1, for reference.
- The final cycle utilization of the critical path is 97.5%, for reference.
- The final timing report lists a hold violation count of 0.
- Nets still carrying antenna violations after routing amount to 0.
- Using the TritonRoute via totals, the vias-per-cell ratio works out to 3.86.
- The DRC marker count from the first detailed-route iteration is 33, for reference.
- The cell sitting at the root of the clock tree is a clkbuf_8.
- The upper clock frequency limit is 0.380 GHz, for reference.
- Once the floorplan was initialized, standard cells occupied 11.9% of the core.
- The number of non-filler instances in the completed layout is 228, for reference.
- The finished layout reports a core utilization of 22.0%.
- The main area contributors are dfrtp_1 (13%), ha_1 (8.3%), dlxtn_1 (8.0%).
- In the log, the iteration count for the first detailed-route pass is 4.
- Once detailed placement completed, the half-perimeter wirelength came to 2170 um.
- Per the gpl log, the routability congestion estimate is 0.891.
- The buffer levels on the longest clock path is 2, for reference.
- Per STA, the worst path is made up of clkdlybuf4s50_1 > buf_4 > nor4_4 > a211oi_1 > a31oi_1 > nor2_1 > clkdlybuf4s50_1.
- The critical path is of the input port to output port type.
- The transition time at the pin with the least slew margin is 515 ps, for reference.
- The critical path maximum fanout is 2.
- The number of flip-flops and latches in the synthesized netlist is 8, for reference.
- The data required time at the worst endpoint is 2160 ps, for reference.
- The time the worst path needs with I/O delays and setup is 2630 ps, for reference.
- Each instance of the synthesized netlist takes up on average 7.05 sq um.
- Setup repair after global routing could not meet its margin everywhere.
- The most critical min-delay path falls under input port to asynchronous set/reset pin.
- Compared with the post-synthesis result, the final layout area differs by 85.1%.
- The max-cap violation count is 0, for reference.
- The post-synth count of flops with an enable pin is 0.
- Among all flip-flop cells after synthesis, the most frequent one is dlxtn_1.
- Recorded from the global router log, the overflow total was 0.
- The overall routing resource usage is 5.04%, for reference.
- The timing report attributes the biggest portion of critical-path delay to buffers and inverters.
- The largest stage delay on the critical path is 480 ps, for reference.
- After routing, the total negative slack on setup checks comes to 0 ps.
-- state kept, by name, summed over array words and instances (netlist names) --
name and count:
n_state 4, p_state 4
-- repair_timing --
item,CTS,global route
pin swaps,8,4
hold buffers,0,0
gates cloned,0,0
endpoints found under the setup margin,12,9
resized,42,6
buffers inserted,1,0
-- layout by cell type, fill, tap and decap left out, types with 3 or more instances in the layout --
| cell | count |
|---|---|
| inv_1 | 8 |
| ha_1 | 4 |
| clkbuf_8 | 3 |
| buf_4 | 16 |
| dfrtp_1 | 4 |
| clkdlybuf4s50_1 | 13 |
| a31oi_1 | 3 |
| nor3_1 | 3 |
| dlxtn_1 | 4 |
| o21ai_0 | 7 |
| nand2_1 | 10 |
| dlygate4sd2_1 | 14 |
| mux2i_1 | 4 |
| buf_6 | 3 |
| xnor2_1 | 3 |
| nor2_1 | 11 |
-- metal layers --
| metal | global-route usage, % | part of all wire [%] |
|---|---|---|
| met4 | 0.750 | 0.53 |
| met2 | 7.91 | 47 |
| met1 | 6.50 | 43 |
| met5 | 0 | 0 |
| met3 | 2.01 | 9.0 |
-- cell type report --
class                   count  area (sq um)  area share [%]
multi-input cells          81           632            45.3
clock buffers               3          41.3            2.96
well taps                  77          96.3            6.90
inverters                  10          37.5            2.69
repair buffers             49           429            30.7
flip-flops and latches      8           160            11.5
-- where the power goes --
part / leakage [nW] / internal (mW) / switching, mW
combinational: 0.510 / 0.0660 / 0.0501
sequential: 0.0821 / 0.0608 / 0.0000664
clock: 0.0216 / 0.0947 / 0.0275
-- worst paths after layout --
path / cells after the start / to / slack [ps] / from
max: 7 / x_out[5] / 70 / x_in[3]
min: 1 / p_state[0]$_DFF_PN0_ / 560 / rst
max in group asynchronous: 2 / p_state[3]$_DFF_PN0_ / 1830 / rst
min in group clk0: 3 / x_out[2] / 1620 / p_state[3]$_DFF_PN0_
-- cell families after synthesis --
| group | share of synthesized area [%] |
|---|---|
| other | 0.497 |
| AND-OR/OR-AND | 24.0 |
| AND/OR/NAND/NOR | 23.7 |
| adder cells (fa/ha/maj) | 8.29 |
| latches | 7.96 |
| multiplexers | 5.31 |
| XOR/XNOR | 5.80 |
| flip-flops | 13.3 |
| buffers and inverters | 11.1 |
Power is estimated from default activity; no workload was simulated.
